==> design/flow/design.v <==
module sdram (
	inout [15:0]  		sd_data,     
	output [12:0]		sd_addr,     
	output [1:0] 		sd_dqm,      
	output [1:0] 		sd_ba,       
	output 				sd_cs,       
	output 				sd_we,       
	output 				sd_ras,      
	output 				sd_cas,      
	input 		 		init,			 
	input 		 		clk,			 
	input					clkref,		 
	input [7:0]  		din,			 
	output [7:0]      dout,			 
	input [24:0]   	addr,        
	input 		 		oe,          
	input 		 		we           
);
localparam RASCAS_DELAY   = 3'd3;    
localparam BURST_LENGTH   = 3'b000;  
localparam ACCESS_TYPE    = 1'b0;    
localparam CAS_LATENCY    = 3'd2;    
localparam OP_MODE        = 2'b00;   
localparam NO_WRITE_BURST = 1'b1;    
localparam MODE = { 3'b000, NO_WRITE_BURST, OP_MODE, CAS_LATENCY, ACCESS_TYPE, BURST_LENGTH}; 
localparam STATE_IDLE      = 3'd0;    
localparam STATE_CMD_START = 3'd1;    
localparam STATE_CMD_CONT  = STATE_CMD_START  + RASCAS_DELAY - 3'd1;  
localparam STATE_LAST      = 3'd7;    
reg [2:0] q = 0 ;
always @(posedge clk) begin
   if(((q == 6) && ( clkref == 0)) ||
		((q == 7) && ( clkref == 1)) ||
      ((q != 6) && (q != 7)))
			q <= q + 3'd1;
end
reg [4:0] reset = 5'h1f;
always @(posedge clk) begin
	if(init)	reset <= 5'h1f;
	else if((q == STATE_LAST) && (reset != 0))
		reset <= reset - 5'd1;
end
localparam CMD_INHIBIT         = 4'b1111;
localparam CMD_NOP             = 4'b0111;
localparam CMD_ACTIVE          = 4'b0011;
localparam CMD_READ            = 4'b0101;
localparam CMD_WRITE           = 4'b0100;
localparam CMD_BURST_TERMINATE = 4'b0110;
localparam CMD_PRECHARGE       = 4'b0010;
localparam CMD_AUTO_REFRESH    = 4'b0001;
localparam CMD_LOAD_MODE       = 4'b0000;
reg [3:0] sd_cmd;    
assign sd_cs  = sd_cmd[3];
assign sd_ras = sd_cmd[2];
assign sd_cas = sd_cmd[1];
assign sd_we  = sd_cmd[0];
assign sd_data = we?{din, din}:16'bZZZZZZZZZZZZZZZZ;
assign dout = sd_data[7:0];
always @(posedge clk) begin
	sd_cmd <= CMD_INHIBIT;
	if(reset != 0) begin
		if(q == STATE_IDLE) begin
			if(reset == 13)  sd_cmd <= CMD_PRECHARGE;
			if(reset ==  2)  sd_cmd <= CMD_LOAD_MODE;
		end
	end else begin
		if(q == STATE_IDLE) begin
			if(we || oe) sd_cmd <= CMD_ACTIVE;
			else         sd_cmd <= CMD_AUTO_REFRESH;
		end else if(q == STATE_CMD_CONT) begin
			if(we)		 sd_cmd <= CMD_WRITE;
			else if(oe)  sd_cmd <= CMD_READ;
		end
	end
end
wire [12:0] reset_addr = (reset == 13)?13'b0010000000000:MODE;
wire [12:0] run_addr = 
	(q == STATE_CMD_START)?addr[20:8]:{ 4'b0010, addr[23], addr[7:0]};
assign sd_addr = (reset != 0)?reset_addr:run_addr;
assign sd_ba = addr[22:21];
assign sd_dqm = 2'b00;
endmodule
==> design/flow/run.sh <==
#!/bin/bash
# OpenROAD 26Q1-2900-gdf79404cd8, Yosys 0.63+post, stock flow scripts
make -C /OpenROAD-flow-scripts/flow DESIGN_CONFIG=/design/flow/config.mk WORK_HOME=/design/flow/orfs finish
==> design/flow/config.mk <==
export PLATFORM = sky130hd
export DESIGN_NAME = sdram
export DESIGN_NICKNAME = sdram
export VERILOG_FILES = /design/flow/design.v
export SDC_FILE = /design/flow/constraint.sdc
export NUM_CORES = 4
export LEC_CHECK = 1
export CORE_AREA = 10 10 81 81
export DIE_AREA = 0 0 91 91
==> design/flow/constraint.sdc <==
current_design sdram

set clk_period 3.7
set clk_io_pct 0.2

create_clock -name clk0 -period $clk_period [get_ports {clk}]

set non_clock_inputs [all_inputs -no_clocks]
set_input_delay [expr $clk_period * $clk_io_pct] -clock clk0 $non_clock_inputs
set_output_delay [expr $clk_period * $clk_io_pct] -clock clk0 [all_outputs]
==> results.txt <==
Status - finished, final reports clean
Hold Path Sink - reset[1]$_SDFFE_PP1P_
Total tool warning count - 33
CTS Buf Count - 3
Fin. max-slew vios - 0
Hold Buf Count CTS - 0
RSZ-0062 raised after global routing - no
Post-Route Skew - 0.004447 ns
DIE AREA - 0.008281 sq mm
Crit path time final - 3.115 ns
CTS tree - done
Post-route cell area - 0.001426 sq mm
Power density over cell area - 368.6 mW/mm^2
Crit end category - output port
Yosys warnings - 2
Worst r2r src - reset[0]$_SDFFE_PP1P_
Post-CTS Setup Bufs - 0
Root buffer cell - clkbuf_8
Yosys Chip Area - 0.001112 sq mm
Fmax - 321.0 MHz
Count leader, synth - buf_4
WL per Instance - 12.16 um
Number of nets still failing antenna checks after routing - 0
Setup CP Type - reg -> out
Port-buffer cells - 43
Via density per instance - 4.138
Reg-to-reg setup timing slack - 1.87 ns
WL final - 2651 um
P_leak - 0.5585 nW
CTS max path bufs - 2
Netlist cell types - 40
Crit path DAT - 2.38 ns
Gr usage total - 6.163%
Commonest flop - dfxtp_1
CTS H-tree depth - 1
Number of global-route vias before repair - 877
Slew HR - 40.44%
Share of cells above drive strength 1 - 7.947%
Sequential-to-total area share from yosys stat - 24.30%
Max layer used - met3
I/O Pins - 83
CTS Sinks - 12
First-pass iteration count of the detailed router - 4
Initial DRC count - 52
Critical path fanouts, max - 5
Startpoint types - register
Global-route wire length before repair - 4381 um
Flop area - 270.3 sq um
Mapped Cells - 136
Share of the synthesized area in the top cell type - 18.90%
Post-Syn Area - 0.001112 sq mm
Metal-1 WL - 1385 um
Avg Cell Area, Syn - 8.179 sq um
Floorplan utilization - 23.09%
Filler Cells Inserted - 538
Hold Path Depth - 2
Min-delay src - reset[1]$_SDFFE_PP1P_
Core region area - 0.004817 sq mm
Max-cap violations - 0
Placement Cell Area - 0.001381 sq mm
Height of the die - 91 um
Reg2reg end - reset[3]$_SDFFE_PP1P_
Post_cts resized - 0
Largest net degree at the start of global routing - 22
Rows - 25
Final hold violations - 0
Setup_tns - 0 ns
Setup violators final - 0
CP Data Required Time - 2.96 ns
Top cells by instance count after synthesis - buf_4, nand2_1, a21oi_1, ha_1, dfxtp_1
Die X-Extent - 91 um
Logic cell area - 563.0 sq um
Worst-Margin Slew - 0.8810 ns
Part of the cycle the worst path needs - 84.19%
Clk latency of the worst-skew pair - 0.24 ns
Total grt overflow - 0
# Cells Yosys - 136
EDFF count, synth - 3
GPL Wtd Cong - 0.8191
Diodes inserted - 0
Initial antenna violation count - 0
Flops & latches, synth - 12
Worst Reg-to-Reg Cells - 5
Area leader, netlist - buf_4
Clk slew on worst S/H paths - 0.06 ns
Via count - 902
Worst Hold Class - reg -> reg
DRC - 0
Met2 WL - 983 um
DR WL met3 - 282 um
Synth-to-layout area growth - 28.23%
Post-DP HPWL - 2108 um
Asr flop ratio synth - 0%
Worst vdd ir - 166.7 uV
Worst Setup SP - reset[0]$_SDFFE_PP1P_
Synth area leaders - buf_4, dfxtp_1, ha_1, edfxtp_1, nand2_1
[layout by cell type (no fill, tap or decap), types with 7 or more instances in the layout]
cell type        netlist  routed
a21oi_1               12      12
dfxtp_1                9       9
ha_1                  10      10
clkdlybuf4s50_1        0      43
inv_1                  7       7
nand2_1               20      20
[layout make-up]
type                            count  area share, %
Clock buffer                        3          2.895
Clock inverter                      1         0.2632
Inverter                            7          1.842
Multi-Input combinational cell     84          39.47
Sequential cell                    12          18.95
Tap cell                           67          5.877
Timing Repair Buffer               44          30.70
[flip-flops by register name, indices dropped and copies added (netlist names)]
signal and count:
q 3, reset 5, sd_cmd 4
[critical path, stage by stage (launching register included)]
cell             delay (ns)
dfxtp_1                0.34
inv_1                  0.11
ha_1                   0.21
nor4b_1                0.74
and3_1                 0.26
clkdlybuf4s50_1        0.46
[per-layer routing]
metal  vias to the layer above  GRT usage (%)
met5                         -              0
met4                         0         0.7833
met1                       396          9.077
met3                         0          2.822
li1                        464              -
met2                        42          8.174
[metrics by stage]
stage                     setup WS, ns  power [mW]  utilization [%]  std cells  hold WS (ns)
after floorplan                  1.501      0.3548                -        137        0.5136
after CTS                       0.5992      0.5355            29.61        218        0.5691
after global placement          0.8770      0.4069            28.68        214        0.5517
after detailed placement        0.8842      0.4064            28.68        214        0.5585
after global routing            0.4485      0.5820            29.61        218        0.6461
final                           0.5849      0.5258            29.61        218        0.5739
[power breakdown]
part	switching, mW	internal (mW)	total (mW)
clock	0.0500	0.0732	0.123
combinational	0.109	0.0951	0.204
sequential	0.0269	0.171	0.198
[cell families (layout without fill, tap and decap cells)]
logic type / count (synthesis) / in the layout / share of synthesized area (%)
other: 1 / 2 / 0.3371
adders and majority gates: 10 / 10 / 11.25
buffers and inverters: 41 / 55 / 25.42
AOI/OAI and AO/OA: 26 / 26 / 15.07
and+or+nand+nor: 44 / 44 / 21.82
muxes: 2 / 2 / 1.800
DFF: 12 / 12 / 24.30
[worst max path at each step]
stage,end,cells past startpoint
4_1_cts,sd_addr[10],6
5_1_grt,sd_addr[9],6
6_report,sd_addr[11],5
Power is estimated from default activity; no workload was simulated.
