## /design/flow/run.sh

```bash
#!/bin/bash
# OpenROAD 26Q1-2900-gdf79404cd8, Yosys 0.63+post, stock flow scripts
make -C /OpenROAD-flow-scripts/flow DESIGN_CONFIG=/design/flow/config.mk WORK_HOME=/design/flow/orfs finish
```

## /design/flow/config.mk

```make
export PLATFORM = sky130hd
export DESIGN_NAME = data_io
export DESIGN_NICKNAME = data_io
export VERILOG_FILES = /design/flow/design.v
export SDC_FILE = /design/flow/constraint.sdc
export NUM_CORES = 4
export LEC_CHECK = 1
export CORE_UTILIZATION = 30
```

## /design/flow/constraint.sdc

```tcl
current_design data_io

set clk_period 1.2
set clk_io_pct 0.2

create_clock -name clk0 -period $clk_period [get_ports {clk}]
create_clock -name clk1 -period $clk_period [get_ports {sck}]

set non_clock_inputs [all_inputs -no_clocks]
set_input_delay [expr $clk_period * $clk_io_pct] -clock clk0 $non_clock_inputs
set_output_delay [expr $clk_period * $clk_io_pct] -clock clk0 [all_outputs]
```

## /design/flow/design.v

```verilog
module data_io (
	input         sck,
	input         ss,
	input         sdi,
	output        downloading,    
   output reg [4:0]  index,      
	input 			   clk,
	output reg        wr,
	output reg [24:0] addr,
	output reg [7:0]  data
);
reg [6:0]      sbuf;
reg [7:0]      cmd;
reg [4:0]      cnt;
reg rclk;
localparam UIO_FILE_TX      = 8'h53;
localparam UIO_FILE_TX_DAT  = 8'h54;
localparam UIO_FILE_INDEX   = 8'h55;
reg downloading_reg = 1'b0;
assign downloading = downloading_reg;
always@(posedge sck, posedge ss) begin
	if(ss == 1'b1)
		cnt <= 5'd0;
	else begin
		rclk <= 1'b0;
		if(cnt != 15)
			sbuf <= { sbuf[5:0], sdi};
		if(rclk)
			addr <= addr + 1;
		if(cnt < 15) 	cnt <= cnt + 4'd1;
		else				cnt <= 4'd8;
      if(cnt == 7)
			cmd <= {sbuf, sdi};
		if((cmd == UIO_FILE_TX) && (cnt == 15)) begin
			if(sdi) begin
				addr <= 25'd0;
				downloading_reg <= 1'b1; 
			end else
				downloading_reg <= 1'b0; 
		end
		if((cmd == UIO_FILE_TX_DAT) && (cnt == 15)) begin
			data <= {sbuf, sdi};
			rclk <= 1'b1;
		end
      if((cmd == UIO_FILE_INDEX) && (cnt == 15))
			index <= {sbuf[3:0], sdi};
	end
end
reg rclkD, rclkD2;
always@(posedge clk) begin
	rclkD <= rclk;
	rclkD2 <= rclkD;
	wr <= 1'b0;
	if(rclkD && !rclkD2)
		wr <= 1'b1;
end
endmodule
```

==> flow_summary.json <==
{
  "status": "finished, violations left",
  "violations": "setup timing",
  "finalHoldViolCount": 0,
  "cts_hold_buf": 0,
  "largest_reg_flops": 25,
  "yosysMostFrequentCell": "edfxtp_1",
  "xor_share": 0.0388,
  "io-pin-count": 44,
  "yosys.area_share.simple": 0.181,
  "synth_area_um2": 2710,
  "p_leak_nw": 1.73,
  "final_util": 0.508,
  "ys_seq_frac": 0.678,
  "final_cells": 458,
  "place.gp.congestion": 0.826,
  "numClockSinks": 63,
  "hp-start": "rclkD",
  "ys_top_logic_family": "simple AND/OR/NAND/NOR gates",
  "max_slew_margin": 0.764,
  "rsz0062_at_grt": "true",
  "synth_adder_area_share": 0.0139,
  "cp-start-kind": "flip-flop",
  "yosys-stat-cells": 199,
  "dr.pass1.iters": 4,
  "crit_type": "reg2reg",
  "fin_ws_ps": -741,
  "syn_to_final_growth_pct": 63.6,
  "fillers": 724,
  "min_path_type": "reg2reg",
  "clk_pin_slew_worst_paths_ps": 70,
  "core-area_um2": 8720,
  "ant_nets": 0,
  "cp.arrival_ps": 2000,
  "dp_slack_ps": -763,
  "grt_pass1_wl_mm": 9.89,
  "drtIter0Drc": 91,
  "first_global_vias": 2201,
  "worstPathCellList": "ha_2, and3_4, ha_4, nand2_4, or3_4, nor3_4, buf_6",
  "async_flop_share": 0.0794,
  "holdWs_ps": 356,
  "cts_tree": "built",
  "tightest_slew_ps": 351,
  "setup_viol": 78,
  "reg_top3": "addr (25), cmd (8), data (8)",
  "antenna_cells": 0,
  "fp_util": 0.311,
  "cap_viol_max_count": 0,
  "antenna_found_initial": 0,
  "ff2ff_setup_slack_ps": -740,
  "ys_ff": 63,
  "tool_warnings": 29,
  "fin_skew_ps": 6.41,
  "seq_area_um2": 1840,
  "die_area_um2": 9420,
  "powerDensity_nw_per_um2": 1240,
  "end_kind": "flip-flop",
  "largest-register": "addr",
  "netlist_instances": 199,
  "route.detailed.drc": 0,
  "avgViaCountPerCell": 4.82,
  "largest_area_cell": "edfxtp_1",
  "comb_area_um2": 930,
  "grt_overflow": 0,
  "dp_cells": 404,
  "cp-startpoint": "cnt[1]",
  "path_max_fanout": 3,
  "maxSlewViolCount": 0,
  "grt_use_total": 0.137,
  "ys_area_um2": 2710,
  "ys.flop_type": "edfxtp_1",
  "peakVddDrop_v": 0.00124,
  "chipWidth_um": 97.0,
  "finalWirelength_mm": 6.23,
  "vias": 2206,
  "rows": 34,
  "avgSynthCellArea_um2": 13.6,
  "synth.area.top_cells": "edfxtp_1 61%, dfrtp_1 4.6%, xor2_1 2.9%, a21oi_1 2.2%, dfxtp_1 2.2%",
  "slowest_delay_ps": 400,
  "avgRoutedWirePerCell_um": 13.6,
  "r2r-start": "cnt[1]",
  "netlist.area_leader.share": 0.609,
  "grt_max_degree": 28,
  "drive_above_1_share": 0.477,
  "mux_area_frac": 0.00739,
  "yosys-top-cells-count": "55 x edfxtp_1, 16 x nor2_1, 12 x a21oi_1",
  "fin_total_pwr_w": 0.00551,
  "crit_required_ps": 1260,
  "compound_area_frac": 0.0572,
  "hpwl_mm": 3.75,
  "edf_count": 55,
  "die-height_um": 97.0,
  "ys_warn_count": 1,
  "io_buffers": 42,
  "crit_path_top_delay_cell": "or3_4",
  "synth.distinct_cells": 38
}
## critical path: cells and delay by family, from the launching register on
kind	cells	cell delay [ps]
adders and majority gates	2	330
and+or+nand+nor	4	830
buffers and inverters	1	140
DFF	1	360
## area by class of cell
cell class,instances,area share
sequential,63,0.414
tap,108,0.0305
multi-input combinational,126,0.210
clock inverter,7,0.0279
clock buffer,13,0.0381
inverter,4,0.00423
timing repair buffer,137,0.275
## kinds of logic (layout without fill, tap and decap cells)
logic type,count (synthesis),after routing
AND/OR/NAND/NOR,82,82
AND-OR/OR-AND,27,27
multiplexers,2,2
buffers and inverters,10,161
flip-flops,63,63
adder cells (fa/ha/maj),3,3
XOR/XNOR,12,12
## repair_timing
item / CTS / global route
setup endpoints to repair: 95 / 83
hold endpoints to repair: 0 / 0
gates resized: 134 / 31
pin swaps: 3 / 7
setup buffers: 36 / 15
## report_power, final
part	internal (W)	switching [W]	leakage [nW]	total, W
logic	0.000322	0.000197	0.972	0.000519
registers	0.00244	0.0000382	0.612	0.00248
clock network	0.00162	0.000889	0.143	0.00251
total	0.00438	0.00112	1.73	0.00551
## placed cells by master (no fill, tap or decap), drive strengths merged, types with 2 or more instances in the layout
| master | Yosys | routed |
|---|---|---|
| buf | 6 | 119 |
| edfxtp | 55 | 55 |
| nor2 | 17 | 17 |
| clkbuf | 0 | 16 |
| clkdlybuf4s15 | 0 | 12 |
| a21oi | 12 | 12 |
| nand2 | 10 | 10 |
| nand4 | 10 | 10 |
| xor2 | 9 | 9 |
| or3 | 9 | 9 |
| o21ai | 8 | 8 |
| nand3 | 7 | 7 |
| dfrtp | 5 | 5 |
| and4 | 4 | 4 |
| and2 | 4 | 4 |
| o31ai | 4 | 4 |
| or4 | 4 | 4 |
| inv | 4 | 4 |
| and3 | 4 | 4 |
| nor4 | 4 | 4 |
| xnor2 | 3 | 3 |
| bufinv | 0 | 3 |
| dfxtp | 3 | 3 |
| ha | 3 | 3 |
| mux2i | 2 | 2 |
| clkinvlp | 0 | 2 |
| nor2b | 2 | 2 |
| clkinv | 0 | 2 |
| clkdlybuf4s50 | 0 | 2 |
| nor3 | 2 | 2 |
## per-stage QoR
step | setup TNS, ps | cell area, um2
after global placement | -41150 | 3790
after global routing | -40510 | 4430
after CTS | -33220 | 4320
after floorplan | -37180 | 2800
after detailed placement | -41390 | 3790
final | -34680 | 4430
## per-layer routing
metal  vias to the layer above  track usage  share of wire
met5                         -            0              0
met4                         0       0.0195          0.014
met3                         9       0.0632          0.089
met2                        95        0.209           0.46
met1                      1041        0.192           0.44
li1                       1061            -              -
## worst paths after layout
kind	end	cells past startpoint
hold / removal	rclkD2	0
max in group clk0	addr[1]	3
hold reg to reg	rclkD2	0
min in group clk1	data[7]	0
setup reg to reg	index[3]	7
max in group asynchronous	cnt[4]	6
min in group asynchronous	cnt[0]	6
setup / recovery	index[3]	7
Power figures rest on the tool's default switching activity, not on a simulated workload.
