==> /design/flow/design.v <==
module osd (
	input 			pclk,
	input         sck,
	input         ss,
	input         sdi,
	input [5:0]  	red_in,
	input [5:0]  	green_in,
	input [5:0]  	blue_in,
	input				hs_in,
	input				vs_in,
	output [5:0]  	red_out,
	output [5:0]  	green_out,
	output [5:0]  	blue_out,
	output			hs_out,
	output			vs_out
);
parameter OSD_X_OFFSET = 10'd0;
parameter OSD_Y_OFFSET = 10'd0;
parameter OSD_COLOR    = 3'd0;
localparam OSD_WIDTH  = 10'd256;
localparam OSD_HEIGHT = 10'd128;
reg [7:0]      sbuf;
reg [7:0]      cmd;
reg [4:0]      cnt;
reg [10:0]     bcnt;
reg    			osd_enable;
reg [7:0] osd_buffer [2047:0];   
always@(posedge sck, posedge ss) begin
  if(ss == 1'b1) begin
      cnt <= 5'd0;
      bcnt <= 11'd0;
  end else begin
    sbuf <= { sbuf[6:0], sdi};
    if(cnt < 15)
      cnt <= cnt + 4'd1;
    else
      cnt <= 4'd8;
      if(cnt == 7) begin
       cmd <= {sbuf[6:0], sdi};
      bcnt <= { sbuf[1:0], sdi, 8'h00};
      if(sbuf[6:3] == 4'b0100)
        osd_enable <= sdi;
    end
    if((cmd[7:3] == 5'b00100) && (cnt == 15)) begin
      osd_buffer[bcnt] <= {sbuf[6:0], sdi};
      bcnt <= bcnt + 11'd1;
    end
  end
end
reg [9:0] h_cnt;
reg hsD, hsD2;
reg [9:0] hs_low, hs_high;
wire hs_pol = hs_high < hs_low;
wire [9:0] h_dsp_width = hs_pol?hs_low:hs_high;
wire [9:0] h_dsp_ctr = { 1'b0, h_dsp_width[9:1] };
always @(posedge pclk) begin
	hsD <= hs_in;
	hsD2 <= hsD;
	if(!hsD && hsD2) begin	
		h_cnt <= 10'd0;
		hs_high <= h_cnt;
	end
	else if(hsD && !hsD2) begin	
		h_cnt <= 10'd0;
		hs_low <= h_cnt;
	end 
	else
		h_cnt <= h_cnt + 10'd1;
end
reg [9:0] v_cnt;
reg vsD, vsD2;
reg [9:0] vs_low, vs_high;
wire vs_pol = vs_high < vs_low;
wire [9:0] v_dsp_width = vs_pol?vs_low:vs_high;
wire [9:0] v_dsp_ctr = { 1'b0, v_dsp_width[9:1] };
always @(posedge hs_in) begin
	vsD <= vs_in;
	vsD2 <= vsD;
	if(!vsD && vsD2) begin	
		v_cnt <= 10'd0;
		vs_high <= v_cnt;
	end
	else if(vsD && !vsD2) begin	
		v_cnt <= 10'd0;
		vs_low <= v_cnt;
	end 
	else
		v_cnt <= v_cnt + 10'd1;
end
wire [9:0] h_osd_start = h_dsp_ctr + OSD_X_OFFSET - (OSD_WIDTH >> 1);
wire [9:0] h_osd_end   = h_dsp_ctr + OSD_X_OFFSET + (OSD_WIDTH >> 1) - 1;
wire [9:0] v_osd_start = v_dsp_ctr + OSD_Y_OFFSET - (OSD_HEIGHT >> 1);
wire [9:0] v_osd_end   = v_dsp_ctr + OSD_Y_OFFSET + (OSD_HEIGHT >> 1) - 1;
reg h_osd_active, v_osd_active;
always @(posedge pclk) begin
	if(hs_in != hs_pol) begin
		if(h_cnt == h_osd_start) h_osd_active <= 1'b1;
		if(h_cnt == h_osd_end)   h_osd_active <= 1'b0;
	end
	if(vs_in != vs_pol) begin
		if(v_cnt == v_osd_start) v_osd_active <= 1'b1;
		if(v_cnt == v_osd_end)   v_osd_active <= 1'b0;
	end
end
wire osd_de = osd_enable && h_osd_active && v_osd_active;
wire [7:0] osd_hcnt = h_cnt - h_osd_start + 7'd1;   
wire [6:0] osd_vcnt = v_cnt - v_osd_start;
reg [7:0] osd_byte; 
wire osd_pixel = osd_byte[osd_vcnt[3:1]];
always @(posedge pclk)
  osd_byte <= osd_buffer[{osd_vcnt[6:4], osd_hcnt}];
wire [2:0] osd_color = OSD_COLOR;
assign red_out   = !osd_de?red_in:  {osd_pixel, osd_pixel, osd_color[2], red_in[5:3]  };
assign green_out = !osd_de?green_in:{osd_pixel, osd_pixel, osd_color[1], green_in[5:3]};
assign blue_out  = !osd_de?blue_in: {osd_pixel, osd_pixel, osd_color[0], blue_in[5:3] };
assign hs_out = hs_in;
assign vs_out = vs_in;
endmodule
==> /design/flow/run.sh <==
#!/bin/bash
# OpenROAD 26Q1-2900-gdf79404cd8, Yosys 0.63+post, stock flow scripts
make -C /OpenROAD-flow-scripts/flow DESIGN_CONFIG=/design/flow/config.mk WORK_HOME=/design/flow/orfs finish
==> /design/flow/config.mk <==
export PLATFORM = sky130hd
export DESIGN_NAME = osd
export DESIGN_NICKNAME = osd
export VERILOG_FILES = /design/flow/design.v
export SDC_FILE = /design/flow/constraint.sdc
export NUM_CORES = 4
export LEC_CHECK = 1
export CORE_UTILIZATION = 30
==> /design/flow/constraint.sdc <==
current_design osd

set clk_period 6.1
set clk_io_pct 0.2

create_clock -name clk0 -period $clk_period [get_ports {hs_in}]
create_clock -name clk1 -period $clk_period [get_ports {pclk}]
create_clock -name clk2 -period $clk_period [get_ports {sck}]

set non_clock_inputs [all_inputs -no_clocks]
set_input_delay [expr $clk_period * $clk_io_pct] -clock clk0 $non_clock_inputs
set_output_delay [expr $clk_period * $clk_io_pct] -clock clk0 [all_outputs]
==> job_summary.md <==
### Flow metrics

| Metric | Value |
|---|---|
| # Cells Yosys | 39200 |
| Post-Synthesis Cells | 39200 |
| Total GRT Usage | 90.3% |
| Post-Place Cells | 80000 |
| DP Worst Slack | -7660 ps |
| Gpl congestion | 1.40 |
| Run Error | [ERROR GRT-0116] Global routing finished with congestion. Check the congestion regions in the DRC Viewer. |
| Post-synth EDFFs | 16400 |
| Vias in the first global route | 812000 |
| Synth warnings | 2 |
| Port Buffer Count | 41 |
| Ys async rst share | 0.0970% |
| Die width | 1450 um |
| YS chip area | 0.630 mm2 |
| Pin count of the biggest net entering global routing | 126 |
| Sequential fraction of the synthesis area | 78.5% |
| Cell Area, Synth | 0.630 mm2 |
| First-pass GRT wire length | 11400000 um |
| Detailed placement HPWL | 6720000 um |
| Dominant Register Cell | edfxtp_1 |
| Fp_density | 30.1% |
| Site Rows | 532 |
| GRT Residual Overflow | 11700 |
| Synthesized area per cell | 16.1 um2 |
| Die Y | 1450 um |
| Outcome | aborted with a tool error |
| Flops after synth | 16500 |
| Last stage reached | global routing |
| I/O pin cnt | 44 |
| Netlist cell types | 98 |
[metrics by stage]
stage          cell area, um2  total power [uW]
2_1_floorplan          630000            135000
3_3_place_gp           829000            152000
3_5_place_dp           832000            152000
4_1_cts                899000            267000
[cell usage after synthesis (all sizes together), types with 53 or more instances]
cell	instances	area (um2)
a222oi	522	5230
o22ai	343	2150
nand4	612	3830
a221o	140	1400
o21ai	918	4610
a221oi	1191	10400
a22oi	2926	22000
nor4	435	2730
edfxtp	16400	494000
a22o	847	7420
or3	53	332
a311oi	92	806
clkbuf	1831	6870
or4	125	938
inv	59	221
nand3	1641	8220
o211ai	105	793
a211oi	167	1310
buf	1084	4670
nor2	2973	11200
nand2	1729	6490
a21oi	1358	6800
o221ai	99	867
ha	56	701
a31oi	733	4590
o2111ai	108	946
and3	408	2550
a32o	138	1380
nor3	585	2930
a2111oi	154	1360
a32oi	583	5110
[layer usage]
layer / global-route usage, % / GRT overflow
met2: 94.7 / 3147
met3: 89.2 / 3189
met1: 90.5 / 2835
met5: 84.9 / 406
met4: 83.4 / 2102
[timing repair]
item	4_1_cts
setup buffers	188
endpoints found under the setup margin	14
cloned	1
hold buffers	0
gates resized	741
pin swaps	218
[kinds of logic after synthesis]
kind of cell	after synthesis	synth area share, %
AOI/OAI and AO/OA	10800	12.8
xor gates and xnor gates	56	0.0791
adders and majority gates	58	0.118
buffers and inverters	2974	1.87
DFF	16500	78.5
muxes	65	0.110
and+or+nand+nor	8763	6.47
No activity file was given, so power comes from the tool's default toggle rates.
